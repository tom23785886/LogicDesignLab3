--- /design/flow/design.v ---
module lab03_2(clk,rst,en,dir,led);
    input clk;
    input rst;
    input en;
    input dir;
    output [15:0] led;
    wire smallclk;
    wire bigclk;
    reg [15:0] mr1pos;
    reg [15:0] mr3pos;
    reg [15:0] nextmr1pos;
    reg [15:0] nextmr3pos;
    reg [15:0] led;
    reg mr1clk;
    reg mr3clk;
    clk_divider23 clk2(.clk(clk),.clk_div(smallclk));
    clk_divider26 clk1(.clk(clk),.clk_div(bigclk));
    always@(posedge mr1clk)
        begin
            mr1pos=nextmr1pos;
        end
    always@(posedge mr3clk)
        begin
            mr3pos=nextmr3pos;
        end
    always@(rst,en,dir)
        begin
            casex({rst,en,dir})
                3'b1xx: 
                    begin
                        nextmr1pos={1'b1,{15{1'b0}}};
                       nextmr3pos={{3{1'b1}},{13{1'b0}}};
                    end   
                3'b011: 
                    begin 
                        nextmr1pos={mr1pos[14:0],mr1pos[15]};
                       nextmr3pos={mr3pos[14:0],mr3pos[15]};
                    end
                3'b010: 
                    begin
                        nextmr1pos={mr1pos[0],mr1pos[15:1]};
                        nextmr3pos={mr3pos[0],mr3pos[15:1]};
                    end
                default:
                    begin
                        nextmr1pos=mr1pos;
                        nextmr3pos=mr3pos;
                    end
            endcase
        end
    always@(mr1pos,mr3pos)
        begin
            led=(mr1pos | mr3pos);
        end
    always@(dir)
        begin
            if(dir==1'b1)
                begin
                    mr1clk=bigclk;
                    mr3clk=smallclk;
                end
            else
                begin
                    mr1clk=smallclk;
                    mr3clk=bigclk;
                end
        end
endmodule
module clk_divider26(clk,clk_div);
    input clk;
    output clk_div;
    reg [25:0] num;
    wire [25:0] nextnum;
    always@(posedge clk)
        begin
            num=nextnum;
        end
    assign nextnum=num+1;
    assign clk_div=num[25];
endmodule
module clk_divider23(clk,clk_div);
    input clk;
    output clk_div;
    reg [22:0] num;
    wire [22:0] nextnum;
    always@(posedge clk)
        begin
            num=nextnum;
        end
    assign nextnum=num+1;
    assign clk_div=num[22];
endmodule
--- /design/flow/run.sh ---
#!/bin/bash
# OpenROAD 26Q1-2900-gdf79404cd8, Yosys 0.63+post, stock flow scripts
make -C /OpenROAD-flow-scripts/flow DESIGN_CONFIG=/design/flow/config.mk WORK_HOME=/design/flow/orfs finish
--- /design/flow/config.mk ---
export PLATFORM = sky130hd
export DESIGN_NAME = lab03_2
export DESIGN_NICKNAME = lab03_2
export VERILOG_FILES = /design/flow/design.v
export SDC_FILE = /design/flow/constraint.sdc
export NUM_CORES = 4
export LEC_CHECK = 1
export CORE_UTILIZATION = 40
--- /design/flow/constraint.sdc ---
current_design lab03_2

set clk_period 4.6
set clk_io_pct 0.2

create_clock -name clk0 -period $clk_period [get_ports {clk}]

set non_clock_inputs [all_inputs -no_clocks]
set_input_delay [expr $clk_period * $clk_io_pct] -clock clk0 $non_clock_inputs
set_output_delay [expr $clk_period * $clk_io_pct] -clock clk0 [all_outputs]
==> notes.md <==
fresh numbers from the pnr run: f_max=614 MHz, Vias=1968, Avg Cell Area, Syn=12.4 sq um, cell count listed in synth_stat.txt=269, routed len/inst=12.7 um, DRT Pass-1 Iters=4, first-pass GRT wire length=8750 um, Worst-Margin Slew=0.766 ns, dpl hpwl=3500 um, number of core rows=32, clk ins delay skew pair=0.29 ns, Leakage=1.38 nW, antenna violations before repair=0, Residual DRC=0, HP Class=register to register, Worst Setup End Kind=register, Die ar.=8680 sq um, Total GRT Usage=12.8%, Slew Limit Fails=0, I/O Pins=20, Core Region=7890 sq um, grt ovf=0, Reg2Reg Setup Slack=2.97 ns, Top cell area share=29.5%, worst r2r src=clk2.num[0], min cycle time layout=1.63 ns, gpl congestion=0.769, RR Endpoint=clk2.num[22], Final Hold Vio Count=0, endpoints left unconstrained=80, Final TNS setup=0 ns, post-route ant nets=0, total power=0.704 mW, IO buf count=19, Arr. time, crit path=1.81 ns, Critical Path RT=4.78 ns, cell resize tally after clock tree synthesis=0, Relative slew margins=48.9%, H-Tree Level Count=2, number of setup buffers added after CTS=0, YS warnings=3, CTS tree=yes, tool warnings=25, placed cell areas=3640 sq um, PwrDens=189 nW/um^2, Die Span Y=93.2 um, crit share post-route=35.4%, Setup crit end=clk2.num[22], FP Util=42.2%, flops out of synthesis=81, layout cells sized above 1=13.0%, clock root cell=clkbuf_8, vias in the first global route=1881, n_diodes=0, width of the die=93.2 um, synthesized cell area=3330 sq um, largest net degree at the start of global routing=33, mean number of vias per cell=4.99, Max VDD drop=0.000194 V, routed wire length=5000 um, Final setup violation count=0, unrepaired setup endpoints after global routing=no, # hold bufs at CTS=0, Synth area leader=dfxtp_1, ranking of synthesized cells by area=dfxtp_1 29%, edfxtp_1 29%, xnor2_1 7.9%, a22o_1 7.4%, xor2_1 4.0%, Max Cap Viol=0, post-synthesis sequential area ratio=58.4%, WHS=0.405 ns, Clock Pin Slew Worst Setup and Hold Paths=0.09 ns, WS Path Type=register to register, CP Launch Point=clk2.num[0], FF-to-FF path depth=5, crit start category=register, Num CTS Buffers=5, synth-to-layout area growth=12.1%, number of DRC markers in iteration 0=110, design area=3730 sq um, register pins left without a clock=32, Post-Syn Instances=269, clk_skew=0.00964 ns, status=finished, final reports clean, clock tree buffer depth=2, crit path max fanout=5, Distinct lib cells used=27, yosys stat area=3330 sq um
[worst min path at each step]
stage | startpoint | to | slack, ns | depth (start not counted)
4_1_cts | clk2.num[0] | clk2.num[0] | 0.41 | 1
5_1_grt | clk1.num[0] | clk1.num[0] | 0.41 | 1
6_report | clk1.num[0] | clk1.num[0] | 0.40 | 1
[placed cells by master (no fill, tap or decap), types with 2 or more instances in the layout]
master	Yosys	routed
dfxtp_1	49	49
edfxtp_1	32	32
xnor2_1	30	30
a22o_1	28	28
clkdlybuf4s50_1	0	19
nand3_1	18	18
nand2_1	17	17
or2_2	17	17
xor2_1	15	15
nor2_1	11	11
and3_1	11	11
nand4_1	7	7
clkbuf_8	0	6
nor3_1	4	4
inv_1	4	4
o22a_1	4	4
nor4_4	3	3
nand4_4	2	2
nor3b_2	2	2
mux2_2	2	2
ha_1	2	2
buf_4	0	2
[power breakdown]
part	switching, mW	internal [mW]	total [mW]
sequential	0	0.430	0.430
combinational	0.0149	0.00926	0.0242
clock	0.131	0.119	0.250
total	0.146	0.558	0.704
[synthesized netlist by cell type]
cell      count
dfxtp_1      49
edfxtp_1     32
xnor2_1      30
a22o_1       28
nand3_1      18
nand2_1      17
or2_2        17
xor2_1       15
and3_1       11
nor2_1       11
nand4_1       7
inv_1         4
nor3_1        4
o22a_1        4
clkbuf_1      3
nor4_4        3
buf_2         2
ha_1          2
mux2_2        2
nand4_4       2
nor3b_2       2
and3b_1       1
and4_1        1
nand3_2       1
nand3b_1      1
nor3_4        1
or3b_2        1
[through the flow]
step | worst slack [ns] | instances | utilization, %
after global routing | 2.82 | 394 | 47.3
after floorplan | 3.13 | 269 | -
after detailed placement | 2.97 | 387 | 46.1
after CTS | 2.95 | 394 | 47.3
after global placement | 3.02 | 387 | 46.1
final | 2.97 | 394 | 47.3
[logic make-up after synthesis]
family | share of synthesized area (%)
buffers and inverters | 1.09
muxes | 0.677
DFF | 58.4
xor gates and xnor gates | 11.9
and+or+nand+nor | 18.8
adders and majority gates | 0.752
AOI/OAI and AO/OA | 8.43
[area by class of cell]
class | count | area, sq um
clock buffer | 6 | 82.6
clock inverter | 1 | 7.51
fill | 725 | 4160
inverter | 4 | 15.0
multi-input combinational | 179 | 1350
sequential | 81 | 1940
tap | 102 | 128
timing repair buffer | 21 | 205
[metal layers]
| metal | wire [um] | global-route usage (%) |
|---|---|---|
| met1 | 2680 | 22.5 |
| met3 | 179 | 2.23 |
| met5 | 0 | 0 |
| met2 | 2090 | 18.3 |
| met4 | 51 | 1.28 |
[sequential cells by signal (all words and copies together), names as in the netlist]
| name | flops |
|---|---|
| clk2.num | 23 |
| mr1pos | 16 |
| mr3pos | 16 |
| clk1.num | 26 |
[worst max-delay path: stages (launching register included)]
cell and delay [ns]:
dfxtp_1 0.36, ha_1 0.23, nand4_1 0.20, nor4_4 0.43, nand3_1 0.15, xnor2_1 0.14
Power and IR drop assume default switching activity.
