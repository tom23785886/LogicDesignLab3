===== /design/flow/run.sh =====
#!/bin/bash
# OpenROAD 26Q1-2900-gdf79404cd8, Yosys 0.63+post, stock flow scripts
make -C /OpenROAD-flow-scripts/flow DESIGN_CONFIG=/design/flow/config.mk WORK_HOME=/design/flow/orfs finish

===== /design/flow/config.mk =====
export PLATFORM = sky130hd
export DESIGN_NAME = lab03_1
export DESIGN_NICKNAME = lab03_1
export VERILOG_FILES = /design/flow/design.v
export SDC_FILE = /design/flow/constraint.sdc
export NUM_CORES = 4
export LEC_CHECK = 1
export CORE_UTILIZATION = 40

===== /design/flow/constraint.sdc =====
current_design lab03_1

set clk_period 3.7
set clk_io_pct 0.2

create_clock -name clk0 -period $clk_period [get_ports {clk}]

set non_clock_inputs [all_inputs -no_clocks]
set_input_delay [expr $clk_period * $clk_io_pct] -clock clk0 $non_clock_inputs
set_output_delay [expr $clk_period * $clk_io_pct] -clock clk0 [all_outputs]

===== /design/flow/design.v =====
module clock_divider(clk,clk_div);
    parameter n=26;
    input clk;
    output clk_div;
    reg [n-1:0] num;
    wire [n-1:0] nextnum;
    always@(posedge clk)
        begin
            num=nextnum;
        end
    assign nextnum=num+1;
    assign clk_div = num[n-1];
endmodule
module lab03_1(clk,rst,en,dir,led);
    input clk,rst,en,dir;
    output [15:0] led;
    wire clk_div;
    reg [15:0] led;
    clock_divider clk1(.clk(clk),.clk_div(clk_div));
    always@(posedge clk_div or posedge rst)
    begin
        if(rst==1'b1)
        begin
        led={1'b1,{15{1'b0}}};
        end
        else
        begin
            if(en==1'b1)
            begin
                if(dir==1'b1)
                begin
                    led={led[14:0],led[15]};
                end
                else
                begin
                    led={led[0],led[15:1]};
                end
            end
            else
            begin
                led=led;
            end
        end
    end
endmodule

==> impl_metrics.toml <==
# flow metrics
[min_path]
min-delay-path-class = "flip-flop to flip-flop"
min_from = "clk1.num[0]"
hold_path_depth = 1
worst_hold_path_ep = "clk1.num[0]"

[synthesis]
syn-cell-area_mm2 = 0.00173
synthArstFlopShare_pct = 38.1
synth-area-yosys_mm2 = 0.00173
synth-edff-count = 0
synth.cellmix.adderShare_pct = 0.723
yosys.stat.seqShare_pct = 53.3
yosys_warnings = 2
ys_sh_aoi_pct = 4.62
post_syn_instances = 162
synthMostInstantiatedCell = "sky130_fd_sc_hd__dfxtp_1"
ys_dominant_reg_cell = "sky130_fd_sc_hd__dfxtp_1"
top_area_cell = "sky130_fd_sc_hd__dfxtp_1"
netlist-cell-type-count = 24
synth.logic.top_family = "simple AND/OR/NAND/NOR gates"
yosys.area.top_type_share_pct = 30.1
post_synth_and_or_nand_nor_area_fraction_pct = 17.8
xor_share_pct = 12.1
synth.yosys.num_cells = 162
synth.cells.most_frequent = "26 x sky130_fd_sc_hd__dfxtp_1, 19 x sky130_fd_sc_hd__nor2_1, 16 x sky130_fd_sc_hd__a21oi_1, 16 x sky130_fd_sc_hd__mux2i_1, 16 x sky130_fd_sc_hd__xnor2_1"
postSynthRegisterBits = 42
ys_sh_mux_pct = 9.25
synthesis.area_per_instance_um2 = 10.7
synth.area.top_cells = "sky130_fd_sc_hd__dfxtp_1 30%, sky130_fd_sc_hd__dfrtp_1 22%, sky130_fd_sc_hd__mux2i_1 9.2%"

[final_timing]
report.final.slew_viol_count = 0
setup-violations-final = 0
timing_hold_violations_final = 0
period_minus_slack_ns = 1.61
unconstrained_endpoints = 32
finClkSkew_ns = 0.00213
fmaxAchievable_mhz = 619
number_of_register_pins_that_no_clock_reaches = 16
setup-tns-final_ns = 0
post-route-period-util_pct = 43.6
rsz0062_at_grt = "false"
slew_at_the_pin_closest_to_its_max_slew_limit_ns = 0.617
hold_slack_ns = 0.406
slew_headroom_pct = 58.8
post-route-worst-setup-slack_ns = 2.09

[die]
die_height_um = 67.8
die_width_um = 67.8
floorplan.die_area_mm2 = 0.00460
core.rowCount = 23
floorplan_utilization_pct = 42.4
design.portCount = 20
core-area_mm2 = 0.00409

[cts]
ctsHoldBuffers = 0
cts_tree = "yes"
cts_clk_pin_slew_worst_paths_ns = 0.08
clk_latency_ns = 0.26
ctsRootBufferMaster = "sky130_fd_sc_hd__clkbuf_8"
tritoncts.num_buffers = 3
cts_htree_levels = 1
cts_post_setup_buffers_inserted = 0
cts-root-to-sink-buffers = 2
cts_resizes = 0

[worst_setup_path]
cp.required_ns = 3.86
worst-setup-path-type = "flip-flop to flip-flop"
worst_r2r_startpoint = "clk1.num[0]"
r2r_end = "clk1.num[10]"
worstPathArrival_ns = 1.77
critical_path.startpoint_type = "flip-flop"
ff2ff_path_depth = 5
critPathMaxFanout = 6
ff2ff_setup_slack_ns = 2.09
worstSetupEndpointType = "flip-flop"

[route]
drt-total-wl_mm = 2.63
detailedRoute.firstPassIterationCount = 4
avgViaCountPerCell = 4.93
wl_per_cell_um = 11.4
first_iter_violations = 42
number_of_routed_nets_with_antenna_violations = 0
drt_drc_violations_left = 0
vias_after_detailed_routing = 1139
detail_route.antenna_diodes = 0

[final_layout]
fillerInstances = 366
final_util_pct = 49.6
final_layout_size_suffix_gt1_share_pct = 6.08
synthToLayoutAreaGrowth_pct = 17.1
finalNonFillerCells = 231

[run]
stage_log_warnings = 25
max_cap_violations = 0

[run_status]
outcome = "completed"

[global_routing]
grt_first_pass_wirelength_mm = 4.58
grt_overflow = 0
grt_antenna_before_repair = 0
grt_start_max_net_pins = 33
via_count_of_the_first_global_routing_pass = 1013
overall_track_demand_over_capacity_in_global_routing_pct = 13.5

[placement]
dp_cells = 227
port_buffers = 19
placement.setup.worst_slack_ns = 2.09
globalplace.congestion = 0.732
dp_hpwl_mm = 1.96

[pwr]
ir_worst_vdd_mv = 0.326
power.static_leakage_nw = 0.808
power-per-cell-area_mw_per_mm2 = 236
-- cells by family after synthesis --
family	count (synthesis)
AOI/OAI and AO/OA	16
xor gates and xnor gates	24
adders and majority gates	1
buffers and inverters	9
DFF	42
muxes	16
and+or+nand+nor	54
-- power by group --
part | switching [mW] | total [mW] | leakage, nW | internal, mW
clock | 0.0791 | 0.174 | 0.0288 | 0.0949
sequential | 0 | 0.280 | 0.365 | 0.280
combinational | 0.0143 | 0.0243 | 0.414 | 0.00995
total | 0.0934 | 0.478 | 0.808 | 0.385
-- metal layers --
metal  vias to the layer above  wire length [µm]  global-route usage [%]
met1                       528              1420                    22.9
met4                         0                10                   0.521
met2                        12              1130                    19.8
met3                         2                71                    2.05
li1                        597                 -                       -
met5                         -                 0                       0
-- sequential cells by signal, summed over array words and instances (netlist names) --
name / cells
clk1.num: 26
led: 16
-- how the worst max path moves through the flow --
stage                from            to  slack, ns  depth (start not counted)
CTS           clk1.num[0]  clk1.num[10]       2.07                          5
global route  clk1.num[0]  clk1.num[10]       1.98                          5
finish        clk1.num[0]  clk1.num[10]       2.09                          5
-- cells in the final DEF (no fill, tap or decap) --
master and instances:
sky130_fd_sc_hd__and3_1 4, sky130_fd_sc_hd__xor2_1 8, sky130_fd_sc_hd__nor2_1 19, sky130_fd_sc_hd__dfxtp_1 26
sky130_fd_sc_hd__nand4_4 1, sky130_fd_sc_hd__nand2_1 7, sky130_fd_sc_hd__dfstp_2 1, sky130_fd_sc_hd__nand4_1 6
sky130_fd_sc_hd__ha_1 1, sky130_fd_sc_hd__inv_1 3, sky130_fd_sc_hd__nor3_1 2, sky130_fd_sc_hd__nor4_4 1
sky130_fd_sc_hd__mux2i_1 16, sky130_fd_sc_hd__a21oi_1 16, sky130_fd_sc_hd__nand3_1 7, sky130_fd_sc_hd__clkbuf_8 4
sky130_fd_sc_hd__xnor2_1 16, sky130_fd_sc_hd__dfrtp_1 15, sky130_fd_sc_hd__nor4_1 1, sky130_fd_sc_hd__nor4b_2 1
sky130_fd_sc_hd__and4_1 3, sky130_fd_sc_hd__clkdlybuf4s50_1 19, sky130_fd_sc_hd__buf_4 2, sky130_fd_sc_hd__nand3b_1 1
sky130_fd_sc_hd__or2_2 1
-- final cells by class --
class                      count  area, µm²  area share [%]
sequential                    42        922            45.5
inverter                       3       11.3           0.555
multi-input combinational    111        772            38.1
clock buffer                   4       55.1            2.71
tap                           50       62.6            3.08
timing repair buffer          21        205            10.1
-- worst max-delay path, stage by stage (launching register included) --
cell and delay [ns]:
sky130_fd_sc_hd__dfxtp_1 0.36, sky130_fd_sc_hd__ha_1 0.22, sky130_fd_sc_hd__and4_1 0.35, sky130_fd_sc_hd__nand4_1 0.16, sky130_fd_sc_hd__or2_2 0.31, sky130_fd_sc_hd__xnor2_1 0.12
-- per-stage QoR --
step / area, µm² / total power [mW]
floorplan: 1730 / 0.304
global placement: 1970 / 0.311
detailed placement: 1970 / 0.311
CTS: 2030 / 0.485
finish: 2030 / 0.478
global route: 2030 / 0.497
No activity file was given, so power comes from the tool's default toggle rates.
